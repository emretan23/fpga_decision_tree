`constraint.sdc`:
```
current_design decision_tree_pipelined

set clk_period 46.2
set clk_io_pct 0.2

create_clock -name clk0 -period $clk_period [get_ports {clk}]

set non_clock_inputs [all_inputs -no_clocks]
set_input_delay [expr $clk_period * $clk_io_pct] -clock clk0 $non_clock_inputs
set_output_delay [expr $clk_period * $clk_io_pct] -clock clk0 [all_outputs]
```
`design.v`:
```
`timescale 1ns / 1ps
module decision_tree_pipelined #(
    parameter MAX_NODES  = 64,
    parameter MAX_DEPTH  = 6,                     
    parameter ADDR_WIDTH = $clog2(MAX_NODES)
)(
    input  logic         clk,
    input  logic         rst,
    input  logic  [7:0]  market_input,
    input  logic         start,
    output logic  [1:0]  action,
    output logic         action_valid,
    input  logic                  sw_we,
    input  logic [ADDR_WIDTH-1:0] sw_addr,
    input  logic                  sw_data_is_leaf,
    input  logic [7:0]            sw_data_threshold,
    input  logic                  sw_data_less_than,
    input  logic [ADDR_WIDTH-1:0] sw_data_left_idx,
    input  logic [ADDR_WIDTH-1:0] sw_data_right_idx,
    input  logic [1:0]            sw_data_action
);
typedef struct packed {
    logic                  is_leaf;
    logic [7:0]            threshold;
    logic                  less_than;
    logic [ADDR_WIDTH-1:0] left_idx;
    logic [ADDR_WIDTH-1:0] right_idx;
    logic [1:0]            action;
} node_t;
node_t tree_mem [0:MAX_NODES-1];
integer i;
initial begin
    for (i = 0; i < MAX_NODES; i++)
        tree_mem[i] = '0;
end
always_ff @(posedge clk) begin
    if (sw_we) begin
        tree_mem[sw_addr].is_leaf    <= sw_data_is_leaf;
        tree_mem[sw_addr].threshold  <= sw_data_threshold;
        tree_mem[sw_addr].less_than  <= sw_data_less_than;
        tree_mem[sw_addr].left_idx   <= sw_data_left_idx;
        tree_mem[sw_addr].right_idx  <= sw_data_right_idx;
        tree_mem[sw_addr].action     <= sw_data_action;
    end
end
logic                  pipe_valid    [0:MAX_DEPTH];
logic                  pipe_resolved [0:MAX_DEPTH];
logic [ADDR_WIDTH-1:0] pipe_node_idx [0:MAX_DEPTH];
logic [7:0]            pipe_input    [0:MAX_DEPTH];
logic [1:0]            pipe_result   [0:MAX_DEPTH];
always_ff @(posedge clk or posedge rst) begin
    if (rst) begin
        pipe_valid[0]    <= 1'b0;
        pipe_resolved[0] <= 1'b0;
        pipe_node_idx[0] <= '0;
        pipe_input[0]    <= '0;
        pipe_result[0]   <= '0;
    end else begin
        pipe_valid[0]    <= start;
        pipe_resolved[0] <= 1'b0;            
        pipe_node_idx[0] <= '0;              
        pipe_input[0]    <= market_input;    
        pipe_result[0]   <= '0;
    end
end
genvar s;
generate
    for (s = 1; s <= MAX_DEPTH; s++) begin : stage
        node_t                  cur_node;
        logic                   cond;
        logic [ADDR_WIDTH-1:0]  next_idx;
        always_comb begin
            cur_node = tree_mem[pipe_node_idx[s-1]];
            cond     = cur_node.less_than
                         ? (pipe_input[s-1] < cur_node.threshold)
                         : (pipe_input[s-1] > cur_node.threshold);
            next_idx = cond ? cur_node.left_idx : cur_node.right_idx;
        end
        always_ff @(posedge clk or posedge rst) begin
            if (rst) begin
                pipe_valid[s]    <= 1'b0;
                pipe_resolved[s] <= 1'b0;
                pipe_node_idx[s] <= '0;
                pipe_input[s]    <= '0;
                pipe_result[s]   <= '0;
            end else begin
                pipe_valid[s]    <= pipe_valid[s-1];
                pipe_input[s]    <= pipe_input[s-1];
                if (!pipe_valid[s-1]) begin
                    pipe_resolved[s] <= 1'b0;
                    pipe_node_idx[s] <= '0;
                    pipe_result[s]   <= '0;
                end
                else if (pipe_resolved[s-1]) begin
                    pipe_resolved[s] <= 1'b1;
                    pipe_node_idx[s] <= pipe_node_idx[s-1];
                    pipe_result[s]   <= pipe_result[s-1];
                end
                else if (cur_node.is_leaf) begin
                    pipe_resolved[s] <= 1'b1;
                    pipe_node_idx[s] <= pipe_node_idx[s-1];
                    pipe_result[s]   <= cur_node.action;
                end
                else begin
                    pipe_resolved[s] <= 1'b0;
                    pipe_node_idx[s] <= next_idx;
                    pipe_result[s]   <= '0;
                end
            end
        end
    end
endgenerate
always_ff @(posedge clk or posedge rst) begin
    if (rst) begin
        action       <= '0;
        action_valid <= 1'b0;
    end else begin
        action_valid <= pipe_valid[MAX_DEPTH] & pipe_resolved[MAX_DEPTH];
        action       <= pipe_result[MAX_DEPTH];
    end
end
endmodule
```
`config.mk`:
```
export PLATFORM = sky130hd
export DESIGN_NAME = decision_tree_pipelined
export DESIGN_NICKNAME = decision_tree_pipelined
export VERILOG_FILES = /design/flow/design.v
export SDC_FILE = /design/flow/constraint.sdc
export NUM_CORES = 4
export LEC_CHECK = 1
export CORE_UTILIZATION = 40
export SYNTH_HDL_FRONTEND = slang
```
`run.sh`:
```
#!/bin/bash
# OpenROAD 26Q1-2900-gdf79404cd8, Yosys 0.63+post, stock flow scripts
make -C /OpenROAD-flow-scripts/flow DESIGN_CONFIG=/design/flow/config.mk WORK_HOME=/design/flow/orfs finish
```
==> impl_metrics.ini <==
; physical design summary
[cells_and_area]
finalNonFillerCells = 8311
syn_to_final_growth_pct = 10.79
num-fill-cells = 20770
drive_gt1_frac = 0.5369

[die]
rows = 183
chip_area_um2 = 252900
io_pins = 45
die_w_um = 502.9
die_y_um = 502.9
coreArea_um2 = 249100
core_util_floorplan = 0.4028

[sta]
drv_slew = 0
rsz0062_at_grt = no
max_freq_mhz = 85.94
slew_headroom = 0.2871
whs_ns = 0.3494
fin_setup_tns_ns = 0
finClkSkew_ns = 0.04470
finalCritPeriodShare = 0.2519
worst_slew_pin_slew_ns = 1.047
finalSetupViolations = 0
hold_viol = 0
fin_crit_ns = 11.64

[clock_network]
clockRootBuffer = clkbuf_16
htree_num_levels = 4
cts_setup_buffers = 0
clock-sinks = 1634
clk_latency_ns = 0.87
cts_made_buffers = 182
cts_hold_buffers = 0
cts.reportedPaths.clkPinSlew_ns = 0.06
tritoncts = done
post_cts_resized = 0
clock_path_buffers = 3

[status]
outcome = complete, no violations

[synthesis]
synth-seq-area-share = 0.4841
synth_stat.cells = 4816
yosys_area_um2 = 100300
edf_count = 1536
ys_warn_count = 0
synth_flops = 1634
synthFlopType = edfxtp_1
syn_area_per_cell_um2 = 20.84
synthCells = 4816
async_flop_share = 0.05998
syn_area_um2 = 100300
synth_cell_types = 61

[grt]
grt_pass1_wl_um = 523500
grt_overflow = 0
grt_pass1_vias = 67020
grt_antenna_before_repair = 38
grt_max_degree = 81
grtUsageTotal = 0.3357

[place]
dpl.cell_count = 7946
dp_hpwl_um = 242900
port_buffers = 44
place_congestion = 0.9892

[power_and_ir_drop]
power_density_nw_per_um2 = 43.71
max-vdd-ir-drop_mv = 0.03799
power_leakage_nw = 31.85

[route]
dr.pass1.iters = 5
drt_iter0_markers = 4689
wirelength_um = 376200
ant_nets = 0
drc = 0
wl_per_cell_um = 45.26
vias = 59980
vias_per_cell = 7.217

[job]
log.warning_count = 26
drv_cap = 0

[worst_setup_path]
start_kind = input port
critPathCaptureType = register
cp.arrival_ns = 12.11
crit_required_ns = 46.68
path_class = input port to register
crit_path_max_fanout = 17

[hold_path]
hp-class = register to register
flip-flops by register name, indices dropped and copies added (netlist names):
name and count:
tree_mem 1536, action_valid 1, pipe_input 40, action 2, pipe_resolved 6, pipe_valid 7, pipe_node_idx 30, pipe_result 12
through the flow:
step,utilization,instance area [um^2],setup slack (ns),total power (W)
6_report,0.4462,111200,34.56,0.004859
5_1_grt,0.4461,111100,34.44,0.004997
4_1_cts,0.4460,111100,34.65,0.004842
3_5_place_dp,0.4216,105000,33.75,0.003364
3_3_place_gp,0.4216,105000,33.78,0.003371
2_1_floorplan,-,100300,34.25,0.002777
critical path, cell delays in order:
cell	delay, ns
clkdlybuf4s50_1	0.57
nor2b_1	0.34
nand4b_1	0.42
nor3_2	0.92
buf_4	0.60
worst paths after layout:
check / start / end / slack [ns] / cells past startpoint
max in group asynchronous: rst / pipe_node_idx[27] / 36.13 / 3
max reg2reg: pipe_node_idx[12] / pipe_node_idx[11] / 39.31 / 19
min in group asynchronous: rst / pipe_input[49] / 8.83 / 2
max: sw_we / tree_mem[24][18] / 34.56 / 5
min: pipe_result[1] / action[1] / 0.35 / 0
min reg2reg: pipe_result[1] / action[1] / 0.35 / 0
routing by layer:
| metal | wire length [um] | track usage | vias up | share of wire |
|---|---|---|---|---|
| met5 | 2120 | 0.06928 | - | 0.0056 |
| met4 | 22890 | 0.1449 | 89 | 0.061 |
| met3 | 84640 | 0.3290 | 1052 | 0.23 |
| met2 | 163900 | 0.4463 | 5620 | 0.44 |
| met1 | 102700 | 0.3454 | 30870 | 0.27 |
| li1 | - | - | 22350 | - |
synth_stat cells (3+ instances only):
| library cell | n | area share |
|---|---|---|
| o31a_1 | 3 | 0.00026 |
| nor2b_1 | 25 | 0.0016 |
| buf_1 | 46 | 0.0017 |
| a22o_1 | 34 | 0.0030 |
| buf_2 | 124 | 0.0062 |
| inv_1 | 49 | 0.0018 |
| mux4_2 | 1975 | 0.44 |
| a211oi_1 | 8 | 0.00060 |
| clkbuf_1 | 231 | 0.0086 |
| a21o_1 | 9 | 0.00067 |
| a21boi_0 | 7 | 0.00052 |
| and3_1 | 3 | 0.00019 |
| nor2_1 | 85 | 0.0032 |
| ha_1 | 40 | 0.0050 |
| mux2i_1 | 56 | 0.0056 |
| buf_4 | 65 | 0.0049 |
| edfxtp_1 | 1536 | 0.46 |
| o21bai_1 | 4 | 0.00030 |
| o22ai_1 | 19 | 0.0012 |
| a21oi_1 | 47 | 0.0023 |
| mux2_2 | 19 | 0.0021 |
| a31oi_1 | 4 | 0.00025 |
| o221ai_1 | 4 | 0.00035 |
| a22oi_1 | 47 | 0.0035 |
| nand4_1 | 12 | 0.00075 |
| nor3b_1 | 4 | 0.00030 |
| nand2_1 | 54 | 0.0020 |
| nand3_1 | 23 | 0.0011 |
| o21ai_0 | 21 | 0.0010 |
| nor3_1 | 24 | 0.0012 |
| o21ai_1 | 5 | 0.00025 |
| a221oi_1 | 23 | 0.0020 |
| o31ai_1 | 4 | 0.00030 |
| o21a_1 | 10 | 0.00075 |
| nand3b_1 | 4 | 0.00030 |
| and2_1 | 6 | 0.00037 |
| buf_6 | 27 | 0.0030 |
| dfrtp_1 | 98 | 0.024 |
| o211ai_1 | 10 | 0.00075 |
| nand2b_1 | 19 | 0.0012 |
layout by cell type, fill, tap and decap left out, drive strengths merged, types with 4 or more instances in the layout:
master and n:
diode 25, a21oi 47, a22oi 47, clkdlybuf4s50 20
o31ai 4, o21ai 26, nor2 85, clkbuf 228
a211oi 8, mux2i 58, mux2 19, nor3b 4
o21a 10, mux4 1977, nand3b 4, clkinvlp 16
nand3 23, a221oi 23, buf 277, and2 6
bufinv 18, o211ai 10, nand2b 19, a31oi 4
o221ai 4, nor2b 25, edfxtp 1536, clkinv 67
o22ai 19, o21bai 4, a22o 34, inv 60
ha 40, dfrtp 98, nor3 24, a21boi 8
nand4 12, a21o 9, nand2 54
where the power goes:
part           switching [W]  internal (W)  leakage, nW
sequential         0.0000732       0.00164         15.0
clock               0.000625      0.000860         2.95
combinational       0.000915      0.000742         13.9
logic make-up after synthesis:
| group | after synthesis | synth area share |
|---|---|---|
| mux | 2054 | 0.4520 |
| fa+ha+maj | 40 | 0.004988 |
| simple gates | 267 | 0.01277 |
| buf+inv | 546 | 0.02667 |
| flops | 1634 | 0.4841 |
| compound gates | 275 | 0.01951 |
final cells by class:
type,instances,area (um^2),share of cell area
Clock inverter,112,1131,0.01017
Multi-Input combinational cell,2636,49600,0.4461
Inverter,49,188.9,0.001699
Timing Repair Buffer,297,2420,0.02177
Clock buffer,228,4936,0.04440
Antenna cell,25,62.56,0.0005627
Tap cell,3330,4167,0.03748
Sequential cell,1634,48670,0.4378
Power figures rest on the tool's default switching activity, not on a simulated workload.
