===== /design/flow/config.mk =====
export PLATFORM = sky130hd
export DESIGN_NAME = top_arty
export DESIGN_NICKNAME = top_arty
export VERILOG_FILES = /design/flow/design.v
export SDC_FILE = /design/flow/constraint.sdc
export NUM_CORES = 4
export LEC_CHECK = 1
export CORE_UTILIZATION = 30
export SYNTH_HDL_FRONTEND = slang

===== /design/flow/constraint.sdc =====
current_design top_arty

set clk_period 3.8
set clk_io_pct 0.2

create_clock -name clk0 -period $clk_period [get_ports {CLK100MHZ}]

set non_clock_inputs [all_inputs -no_clocks]
set_input_delay [expr $clk_period * $clk_io_pct] -clock clk0 $non_clock_inputs
set_output_delay [expr $clk_period * $clk_io_pct] -clock clk0 [all_outputs]

===== /design/flow/design.v =====
`timescale 1ns / 1ps
module decision_tree #(
    parameter MAX_NODES = 64,
    parameter ADDR_WIDTH = $clog2(MAX_NODES)
)(
    input  logic         clk,
    input  logic         rst,
    input  logic  [7:0]  market_input,   
    input  logic         start,          
    output logic  [1:0]  action,         
    output logic         action_valid,   
    input  logic                  sw_we,
    input  logic [ADDR_WIDTH-1:0] sw_addr,
    input  logic                  sw_data_is_leaf,
    input  logic [7:0]            sw_data_threshold,
    input  logic                  sw_data_less_than,
    input  logic [ADDR_WIDTH-1:0] sw_data_left_idx,
    input  logic [ADDR_WIDTH-1:0] sw_data_right_idx,
    input  logic [1:0]            sw_data_action
);
typedef struct packed {
    logic                  is_leaf;
    logic [7:0]            threshold;
    logic                  less_than;
    logic [ADDR_WIDTH-1:0] left_idx;
    logic [ADDR_WIDTH-1:0] right_idx;
    logic [1:0]            action;
} node_t;
integer i, j, k;
node_t tree_mem [0:MAX_NODES-1];
logic cond;                                          
node_t node;                                         
node_t current_node;                                 
logic path_valid = 0;                                
logic [ADDR_WIDTH-1:0] path [0:MAX_NODES-1];         
logic [ADDR_WIDTH-1:0] path_index;                   
logic [ADDR_WIDTH-1:0] current_path_index = 0;       
logic [ADDR_WIDTH-1:0] computed_path [0:MAX_NODES-1];  
initial begin
    for (i = 0; i < MAX_NODES; i++) begin
        tree_mem[i] = '0;
    end
end
always_ff @(posedge clk) begin
    if (sw_we) begin
        tree_mem[sw_addr].is_leaf    <= sw_data_is_leaf;
        tree_mem[sw_addr].threshold  <= sw_data_threshold;
        tree_mem[sw_addr].less_than  <= sw_data_less_than;
        tree_mem[sw_addr].left_idx   <= sw_data_left_idx;
        tree_mem[sw_addr].right_idx  <= sw_data_right_idx;
        tree_mem[sw_addr].action     <= sw_data_action;
    end
end
assign path_index = path[current_path_index];
always_comb begin
    for (j = 0; j < MAX_NODES; j++) begin
        node = tree_mem[j];
        cond = node.less_than ? (market_input < node.threshold)
                              : (market_input > node.threshold);
        computed_path[j] = cond ? node.left_idx : node.right_idx;
    end
end
always_ff @(posedge clk) begin
    if (start) begin
        for (k = 0; k < MAX_NODES; k++)
            path[k] <= computed_path[k];
    end
end
assign current_node = tree_mem[path_index];
always_ff @(posedge clk or posedge rst) begin
    if (rst) begin
        action <= 0;
        action_valid <= 0;
        path_valid <= 0;
        current_path_index <= 0;
    end 
    else begin
        if (start) begin
            path_valid <= 1;
            action_valid <= 0;
            current_path_index <= 0;
        end 
        else if (path_valid) begin
            if (current_node.is_leaf) begin
                path_valid <= 0;
                action_valid <= 1;
                action <= current_node.action;
            end else begin
                current_path_index <= path_index;
            end
        end 
        else begin
            action_valid <= 0;
        end
    end
end
endmodule
`timescale 1ns / 1ps
module top_arty (
    input  logic        CLK100MHZ,
    input  logic [3:0]  btn,
    input  logic [3:0]  sw,
    output logic [3:0]  led,
    input  logic [7:0]  ja,
    input  logic [7:0]  jb,
    input  logic [7:0]  jc,
    input  logic [7:0]  jd
);
    logic        clk;
    logic        rst;
    logic        start;
    logic [7:0]  market_input;
    logic [1:0]  action;
    logic        action_valid;
    logic        sw_we;
    logic [5:0]  sw_addr;
    logic        sw_data_is_leaf;
    logic [7:0]  sw_data_threshold;
    logic        sw_data_less_than;
    logic [5:0]  sw_data_left_idx;
    logic [5:0]  sw_data_right_idx;
    logic [1:0]  sw_data_action;
    logic [26:0] heartbeat_cnt = 0;
    assign clk   = CLK100MHZ;
    assign rst    = btn[0];
    assign start  = btn[1];
    assign market_input = {ja[3:0], sw[3:0]};
    assign sw_we             = jb[0];
    assign sw_addr           = {3'b000, jb[3:1]};   
    assign sw_data_is_leaf   = jb[4];
    assign sw_data_less_than = jb[5];
    assign sw_data_action    = jb[7:6];
    assign sw_data_threshold = jc[7:0];
    assign sw_data_left_idx  = jd[5:0];
    assign sw_data_right_idx = jd[5:0];   
    decision_tree #(
        .MAX_NODES(64)
    ) u_tree (
        .clk              (clk),
        .rst              (rst),
        .market_input     (market_input),
        .start            (start),
        .action           (action),
        .action_valid     (action_valid),
        .sw_we            (sw_we),
        .sw_addr          (sw_addr),
        .sw_data_is_leaf  (sw_data_is_leaf),
        .sw_data_threshold(sw_data_threshold),
        .sw_data_less_than(sw_data_less_than),
        .sw_data_left_idx (sw_data_left_idx),
        .sw_data_right_idx(sw_data_right_idx),
        .sw_data_action   (sw_data_action)
    );
    assign led[0] = action[0];
    assign led[1] = action[1];
    assign led[2] = action_valid;
    assign led[3] = heartbeat_cnt[26];   
    always_ff @(posedge clk or posedge rst) begin
        if (rst)
            heartbeat_cnt <= 0;
        else
            heartbeat_cnt <= heartbeat_cnt + 1;
    end
endmodule

===== /design/flow/run.sh =====
#!/bin/bash
# OpenROAD 26Q1-2900-gdf79404cd8, Yosys 0.63+post, stock flow scripts
make -C /OpenROAD-flow-scripts/flow DESIGN_CONFIG=/design/flow/config.mk WORK_HOME=/design/flow/orfs finish

==> run notes <==
Results of an implementation run.

The post-synthesis register bit count is 157. The number of antenna cells inserted is 0. The maximum vdd ir drop is 412 uV. The smallest clock period supported by the final layout is computed as 2.78 ns. The total clock sinks is 157. Counting flops with a built-in enable in the synthesized netlist gives 120. Per the post-synthesis report, the number of cells in the design is 391. The share of the synthesized area in the top cell type is 58.0%. Looking at the clock tree report, the root buffer type is clkbuf_16. The number of detailed-route iterations in the first pass is 5. Dividing the detail-routed via count by the number of cells gives 4.30. The highest clock rate this design can be run at is 360 MHz. The type of the setup path with the least slack is reg2reg. The horizontal die dimension reported for this design is 146 um. In this run the core area contains 52 standard-cell rows. Setup repair after global routing left no endpoint under its margin.

According to the Yosys statistics, the synthesized design has a chip area of 6220 um2. Clock skew on the completed layout was measured at 0.00979 ns. The overflow left after global routing is 0. Before placement the cells fill 30.6% of the core. At the worst endpoint, the required time is 4.10 ns. The peak per-stage delay on the critical path is 0.64 ns. The full die area is 21,300 um2. The clock H-tree reported by CTS has 4 levels.

The estimated wirelength of the detail-placed design is 6080 um. The share of the Yosys chip area taken by registers is 72.9%. The critical path maximum fanout is 7. The DRC marker count from the first detailed-route iteration is 186. The leading area contributor after synthesis is edfxtp_1. The die is 146 um tall. The mean instance size in the synthesized netlist is 15.9 um2. Pin placement for this block handled 45 I/O pins. Summed over all layers, the routed wires come to 9460 um. The final timing report lists a max-slew violation count of 0. After detailed routing, the number of remaining DRC violations is 0. The final weighted congestion in routability-driven placement is 0.770. Gates resized during post-CTS repair numbered 0. The busiest layer in global routing is met2. The count of buffers inserted at the top-level ports is 19. The number of cells reported by Yosys stat comes to 391. Looking at the max-slew report, the worst-margin pin has a slew of 0.648 ns. The post-synthesis cell area is 6220 um2. Entering global routing, the biggest net connects 56 pins. The kind of start point of the critical path is a flip-flop. The total of hold buffers inserted after clock tree synthesis is 0. The post-layout period usage of the worst path is 73.2%. The async set-reset flop share out of synthesis is 23.6%. The script computed a power per unit cell area of 605 nW/um2. Per the run summary, max-cap violations total 0. The class of the tightest hold or removal check is reg2reg. The clock tree from TritonCTS is done. The total CTS buffers is 17. The top flip-flop cell by instance count after synthesis is edfxtp_1.

For reference, the final report shows the hold violation count at 0. The cell leakage power is 0.00261 uW. Per STA, the worst path is made up of mux4_2 -> a22oi_4 -> mux2i_1 -> mux2i_1 -> o221ai_2 -> mux2_4. The stage logs contain a warning count of 50. The worst slew margin relative to its limit is 56.8%. The met3 track utilization from global routing is 5.79%. The number of global-route vias before repair was 3,031.

The layout summary lists the proportion of cells stronger than drive strength 1 as 17.2%. No sink is reached through more buffers than the 2 on the longest clock path. The overall power of the completed layout is 4340 uW. The last timing report of the flow puts the setup violation total at 0. The slowest cell on the critical path is mux4_2. The most prevalent standard cell on the critical path is mux2i_1. The final route contains 2,865 vias. The number of antenna violations at the first check in global routing is 0. For this run, global-route usage on met1 was measured as 13.0%. The core region area is 20,300 um2. The layout-stage area growth over the synthesis result is 15.5%. The buffer-and-inverter tally for the worst setup path is 0. The number of setup buffers added after CTS is 0. For the worst-skew pair, the clock arrives at the later sink with an insertion delay of 0.42 ns. The synthesis report lists the Yosys warning total as 0. The flow ran to the end, and the final reports show no timing, DRC or antenna violations. After detailed routing, the average wire length per cell comes to 14.2 um. The kind of cell with the highest combined delay along the critical path is multiplexers. STA classifies the critical path endpoint as a flip-flop. The count of nets left with antenna violations once routing finished came out at 0. Once layout is complete, the cells apart from fillers number 666. Yosys instantiated no cell more often than edfxtp_1.

The first global-routing pass estimated 15,400 um of wire. The overall fraction of global-route tracks in use is 9.90%. The global routing usage on met2 is 15.1%. In the post-synthesis netlist, the biggest area contributors are edfxtp_1, dfrtp_1, mux4_2. The final total negative setup slack is 0 ns. The placed instance count is 634. In the Yosys stats the netlist draws on 51 distinct library cells. Yosys reports that the most numerous cell types are edfxtp_1, clkbuf_1, dfrtp_1, nor2_1.

The clock-pin slew reported for the worst setup and hold paths after clock tree synthesis is 0.07 ns. The count of fill cells added during filler insertion is 1,883. The endpoint arrival time on the critical path is 3.08 ns.
cell families after synthesis:
group	Yosys count	share of synthesized area (%)
AND/OR/NAND/NOR	87	7.41
multiplexers	34	7.93
buffers and inverters	66	4.61
XOR/XNOR	25	3.52
AND-OR/OR-AND	21	3.48
flip-flops	157	72.9
adder cells (fa/ha/maj)	1	0.201
placed cells by master, fill, tap and decap left out, types with 3 or more instances in the layout:
master,count
and2_1,4
and3_1,3
and4_1,3
buf_4,13
clkbuf_16,17
clkdlybuf4s50_1,18
dfrtp_1,37
edfxtp_1,120
inv_1,7
inv_8,6
mux2_2,3
mux2i_1,17
mux4_2,11
nand2_1,15
nand2b_1,8
nand3_1,12
nand4_1,7
nor2_1,21
nor2b_1,3
nor3_1,4
xnor2_1,17
xor2_1,8
metal layers:
layer  vias up  share of wire [%]
met1      1369                 41
met3        12                 10
met5         -                  0
met4         0                1.3
li1       1387                  -
met2        97                 47
flip-flops by register name (all words and copies together) (netlist names):
| signal | flops |
|---|---|
| u_tree.tree_mem | 72 |
| u_tree.path | 48 |
| heartbeat_cnt | 27 |
| u_tree.current_path_index | 6 |
| u_tree.action | 2 |
| u_tree.action_valid | 1 |
| u_tree.path_valid | 1 |
path summary, 6_finish.rpt:
kind | start | endpoint | slack [ns] | cells past startpoint
setup / recovery | u_tree.current_path_index[0]$_DFFE_PP0P_ | u_tree.current_path_index[0]$_DFFE_PP0P_ | 1.02 | 6
min in group asynchronous | btn[0] | heartbeat_cnt[21]$_DFF_PP0_ | 0.76 | 3
hold reg to reg | u_tree.tree_mem[7][10]$_DFFE_PP_ | u_tree.path[7][2]$_DFFE_PP_ | 0.41 | 0
setup reg to reg | u_tree.current_path_index[0]$_DFFE_PP0P_ | u_tree.current_path_index[0]$_DFFE_PP0P_ | 1.02 | 6
max in group asynchronous | btn[0] | heartbeat_cnt[20]$_DFF_PP0_ | 2.72 | 3
hold / removal | u_tree.tree_mem[7][10]$_DFFE_PP_ | u_tree.path[7][2]$_DFFE_PP_ | 0.41 | 0
worst register-to-register path, cell delays in order (launching register included):
cell and delay [ns]:
dfrtp_1 0.55, mux4_2 0.64, a22oi_4 0.38, mux2i_1 0.23, mux2i_1 0.14, o221ai_2 0.38
mux2_4 0.35
final cells by class:
type / count / area [um2] / area share [%]
Clock buffer: 17 / 425 / 5.93
Clock inverter: 15 / 176 / 2.46
Inverter: 7 / 26.3 / 0.366
Multi-Input combinational cell: 168 / 1400 / 19.5
Sequential cell: 157 / 4530 / 63.1
Tap cell: 270 / 338 / 4.71
Timing Repair Buffer: 32 / 283 / 3.94
report_power, final:
group	switching (uW)	leakage, uW	total (uW)	internal, uW
clock	725	0.000293	1670	941
combinational	371	0.000699	691	320
sequential	56.4	0.00162	1990	1930
total	1150	0.00261	4340	3190
through the flow:
step / hold slack [ns] / area [um2] / worst slack, ns / utilization [%]
final: 0.413 / 7180 / 1.02 / 35.4
after global routing: 0.418 / 7180 / 0.838 / 35.4
after CTS: 0.416 / 7180 / 0.989 / 35.4
after detailed placement: 0.405 / 6580 / 1.01 / 32.4
after global placement: 0.403 / 6580 / 0.995 / 32.4
after floorplan: 0.435 / 6220 / 1.51 / -
Power is estimated from default activity; no workload was simulated.
